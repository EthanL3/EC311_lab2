### flow/design.v
module carry_select_adder
        (   input [3:0] a, b,
            input c_in,
            output [3:0] sum,
            output c_out
        );
    wire [3:0] temp0,temp1,carry0,carry1;
    full_adder fa00(a[0],b[0],1'b0,temp0[0],carry0[0]);
    full_adder fa01(a[1],b[1],carry0[0],temp0[1],carry0[1]);
    full_adder fa02(a[2],b[2],carry0[1],temp0[2],carry0[2]);
    full_adder fa03(a[3],b[3],carry0[2],temp0[3],carry0[3]);
    full_adder fa10(a[0],b[0],1'b1,temp1[0],carry1[0]);
    full_adder fa11(a[1],b[1],carry1[0],temp1[1],carry1[1]);
    full_adder fa12(a[2],b[2],carry1[1],temp1[2],carry1[2]);
    full_adder fa13(a[3],b[3],carry1[2],temp1[3],carry1[3]);
    multiplexer mux_carry(carry0[3],carry1[3],c_in,c_out);
    multiplexer mux_sum0(temp0[0],temp1[0],c_in,sum[0]);
    multiplexer mux_sum1(temp0[1],temp1[1],c_in,sum[1]);
    multiplexer mux_sum2(temp0[2],temp1[2],c_in,sum[2]);
    multiplexer mux_sum3(temp0[3],temp1[3],c_in,sum[3]);
endmodule 
module decoder (
    input CLK100MHZ,
	input [11:0] Instruction,
	input ShowOutput,  
    output [6:0] cathode_out_2d,  
    output ALU_C_out
);
    reg [3:0] ToALU_A;
    reg [3:0] ToALU_B;
	reg [2:0] ToALU_OpCode;
	reg LogicMode;
	reg [3:0] ALU_Result;
	wire [3:0] ALU_result_internal;
    reg [3:0] ToDispOPInstr;
    reg [3:0] val_to_display = 0;  
	reg reset_in =0;  
	always @(Instruction) begin
	    ToALU_A = Instruction[7:4];
        ToALU_B = Instruction[3:0];
        ToALU_OpCode = Instruction[10:8];  
        LogicMode = Instruction[11];
        ToDispOPInstr = Instruction[11:8];  
    end
    ALU myALU (
        .A3(ToALU_A),
        .B3(ToALU_B),
        .OpCode(ToALU_OpCode),
        .LogicMode(LogicMode),
        .Result3(ALU_result_internal),
        .C_out3(ALU_C_out)
    );
    always @(posedge CLK100MHZ) begin
        if (ShowOutput) begin
            val_to_display = {ALU_result_internal};   
        end else begin
            val_to_display = {ToDispOPInstr};  
        end
    end
    seven_control display_module (
        .val_TBD(val_to_display),
        .clock_in(CLK100MHZ),
        .reset_in(reset_in),
        .cathode_out(cathode_out_2d)
    );
endmodule
module full_adder
        (   input a,b,c_in,
            output sum,carry
            );
    assign sum = a ^ b ^ c_in;
    assign carry = (a & b) | (c_in & b) | (a & c_in);
endmodule
module multiplexer (   
    input i0,i1,sel,
    output reg bitout
 );
always @(i0,i1,sel)
    begin
    if(sel == 0)
        bitout = i0;
    else
        bitout = i1; 
    end
endmodule
`timescale 1ns / 1ps
module ALU (
    input [3:0] A3,
    input [3:0] B3,
    input [2:0] OpCode,
    input LogicMode,
    output C_out3,
    output reg [3:0] Result3
);
    wire [3:0] sum_out;
    reg [3:0] B_new;
    reg c_in_new;
    carry_select_adder my_csa (
        .c_in(c_in_new),
        .a(A3),
        .b(B_new),
        .sum(sum_out),
        .c_out(C_out3)
    );
    always @(OpCode, A3, B3, LogicMode, sum_out) begin
        if (~LogicMode) begin
            case(OpCode)
                3'b000: Result3 = A3 & B3;
                3'b001: Result3 = A3 | B3;
                3'b010: Result3 = ~(A3 & B3);
                3'b011: Result3 = ~(A3 | B3);
                3'b100: Result3 = A3 ^ B3;
                3'b101: Result3 = ~(A3 ^ B3);
                3'b110: Result3 = ~A3;
                3'b111: Result3 = ~B3;
            endcase
        end else begin
            B_new = B3;
            c_in_new = 0;
            case(OpCode)
                3'b000: Result3 = ~A3;  
                3'b001: Result3 = ~B3;  
                3'b010: Result3 = sum_out;  
                3'b011: begin  
                    B_new = ~B3;
                    c_in_new = 1'b1;
                    Result3 = sum_out;
                end
                3'b100: begin  
                    Result3 = A3 * B3;
                end
                3'b101: begin  
                    B_new = B3 + ~A3 + ~A3;  
                    c_in_new = 1'b1;
                    Result3 = B3-A3;
                end
                3'b110: begin  
                    B_new = 1'b1;
                    Result3 = sum_out;
                end
                3'b111: begin  
                    B_new = ~4'b0001;
                    c_in_new = 1'b1;
                    Result3 = sum_out;
                end
            endcase
        end
    end
endmodule
`timescale 1ns / 1ps
module seven_control (
	input [4:0] val_TBD,  
	input clock_in,
	input reset_in,
	output reg [6:0] cathode_out  
);
    reg [6:0] seg_map;
    always @(val_TBD, clock_in, reset_in) begin
        case(val_TBD)
            4'h0: seg_map = 7'b1000000;   
            4'h1: seg_map = 7'b1111001;   
            4'h2: seg_map = 7'b0100100;   
            4'h3: seg_map = 7'b0110000;   
            4'h4: seg_map = 7'b0011001;   
            4'h5: seg_map = 7'b0010010;   
            4'h6: seg_map = 7'b0000010;   
            4'h7: seg_map = 7'b1111000;   
            4'h8: seg_map = 7'b0000000;   
            4'h9: seg_map = 7'b0010000;   
            4'hA: seg_map = 7'b0001000;   
            4'hB: seg_map = 7'b0000011;   
            4'hC: seg_map = 7'b1000110;   
            4'hD: seg_map = 7'b0100001;   
            4'hE: seg_map = 7'b0000110;   
            4'hF: seg_map = 7'b0001110;   
        endcase
    end
    always @(posedge clock_in or posedge reset_in) begin
        if (reset_in) begin
            cathode_out <= 7'b1111111;  
        end else begin
            cathode_out <= seg_map;
        end
    end
endmodule
### flow/run.sh
#!/bin/bash
# OpenROAD 26Q1-2900-gdf79404cd8, Yosys 0.63+post, stock flow scripts
make -C /OpenROAD-flow-scripts/flow DESIGN_CONFIG=/design/flow/config.mk WORK_HOME=/design/flow/orfs finish
### flow/config.mk
export PLATFORM = sky130hd
export DESIGN_NAME = decoder
export DESIGN_NICKNAME = decoder
export VERILOG_FILES = /design/flow/design.v
export SDC_FILE = /design/flow/constraint.sdc
export NUM_CORES = 4
export LEC_CHECK = 1
export CORE_AREA = 10 10 103 103
export DIE_AREA = 0 0 113 113
### flow/constraint.sdc
current_design decoder

set clk_period 2.4
set clk_io_pct 0.2

create_clock -name clk0 -period $clk_period [get_ports {CLK100MHZ}]

set non_clock_inputs [all_inputs -no_clocks]
set_input_delay [expr $clk_period * $clk_io_pct] -clock clk0 $non_clock_inputs
set_output_delay [expr $clk_period * $clk_io_pct] -clock clk0 [all_outputs]
==> ds_physical_params.txt <==
Characteristics after synthesis and place and route

Parameter                              Value

Power
  Maximum vdd ir drop .................. 191 uV
  Pleak .................. roughly 1.1 nW
  Total power per unit cell area .................. 333 mW/mm2

Global route
  Number of global-route vias before repair .................. between 1000 and 1500
  Wire length of the first global-routing pass .................. ~7500 um
  Gr busiest metal .................. met2
  Met1 demand-to-capacity share in global routing .................. 10.1%
  GR met2 Demand/Resource .................. 10.4%
  Total global routing track utilization .................. 6.83%
  Number of antenna violations at the first check in global routing .................. 0
  Met3 global-route usage .................. 1.66%
  Overflow left after global routing .................. 0
  Largest net degree at the start of global routing .................. 38

Logic synthesis
  Yosys chip area .................. 0.00192 mm2
  Synthesized area .................. roughly 0.0019 mm2
  Library cell with the highest instance count after synthesis .................. nor2_1
  Share of flip-flops with an asynchronous set or reset .................. 0%
  Top post-synthesis cells by count .................. nor2_1, ha_1, a21oi_1
  Area share of the leading cell type in the synthesized netlist .................. between 10 and 15%
  Number of enable-type register cells in the synthesized netlist .................. 0
  Commonest register cell after synthesis .................. dfxtp_1
  Post-synth area hogs .................. ha_1, dfxtp_1, dlxtn_1
  Count of synthesis-stage warnings from yosys .................. 5
  Count of instantiated cells in the yosys netlist .................. 228
  Avg Cell Area, Syn .................. 8.44 um2
  Cell count after synthesis .................. 228
  Cell accounting for the most synthesized area .................. ha_1
  Number of distinct standard cells referenced by the synthesized netlist .................. 60
  Number of synthesized register bits .................. 23

Finish
  P&R area growth vs syn .................. 29.5%
  Share of final-layout standard cells stronger than drive strength 1 .................. between 20% and 30%
  Area of all placed cells without fillers .................. 0.00249 mm2
  Fill cell instance count of the final layout .................. 875

Critical path
  Crit path required time .................. 2530 ps
  First element of the critical path .................. Instruction[1]
  Critical path, cell by cell .................. dlygate4sd2_1 -> ha_2 -> ha_4 -> ha_4 -> ha_2 -> mux4_2 -> o21ai_2 -> a31oi_1 -> o22a_1
  Endpoint of the lowest-slack register-to-register path .................. display_module.cathode_out[0]$_DFF_P_
  Type of the setup path with the least slack .................. in2reg
  Crit path launch type .................. input port
  Startpoint of the most critical register-to-register path .................. val_to_display[2]$_DFF_P_
  CP max-delay cell .................. mux4_2
  Number of gates on the worst path with buffers counted .................. 9
  Worst-case reg-to-reg path depth .................. 5
  WP buf/inv .................. 1
  Category of cells accounting for the largest share of critical-path delay .................. adder cells
  Data arrival, critical path .................. 2490 ps
  CP max FO .................. 2
  Capturing element type of the critical path .................. register
  Worst reg-to-reg setup slack .................. about 890 ps
  Critical Path Max Stage Delay .................. 480 ps

Hold path
  Instance count along the most critical hold path .................. 3
  Endpoint of the worst hold-timing path .................. val_to_display[1]$_DFF_P_
  Hold_sp .................. Instruction[9]
  Path category of the worst min-delay check .................. in2reg

Detailed routing
  Number of iterations in the first detailed-routing pass .................. 4
  Number of vias in the routed layout .................. approximately 1700
  Antenna Cells .................. 0
  Iter 0 DRT Violations .................. 119
  Drt via density .................. 4.45
  Final wirelength .................. around 4400 um
  Residual DRC .................. 0
  Count of antenna-violating nets left after detailed routing .................. 0
  Wire per inst .................. 11.7 um

Floorplan
  Die Height .................. 113 um
  Horizontal die dimension .................. 113 um
  Floorplan die area .................. 0.0128 mm2
  Count of standard-cell rows .................. 33
  Initial standard-cell utilization of the core .................. 23.2%
  Number of top-level design ports .................. 22
  Core region area .................. 0.00830 mm2

Clock tree
  CTS buffer count .................. 3
  Clock tree from TritonCTS .................. done
  Clock root buffer master .................. clkbuf_8
  # H-tree levels .................. 1
  Clock Tree Buf Depth .................. 2
  Clock input transition at the sequential cells of the worst setup and hold paths .................. 50 ps
  Setup Buffers After CTS .................. 0

Placed design
  HPWL after DPL .................. 3410 um
  Final estimated routing congestion in global placement .................. 0.909
  Instance area at placement .................. 0.00240 mm2
  Setup WS pre-CTS .................. -528 ps
  Buffers added on ports .................. 21

Final timing
  Highest achievable clock rate .................. ~0.42 GHz
  Minimum clock period after layout .................. 2370 ps
  RSZ-0062 raised after global routing .................. yes
  Final tally of max-slew violations .................. 0
  Max_slew headroom .................. between 60% and 70%
  Number of unconstrained endpoints .................. 12
  Post-route fraction of the period consumed by the critical path .................. 98.5%
  Final setup vio count .................. 0
  Min setup slack post-route .................. 34.9 ps
  Register pins left without a clock .................. 12
  Pin slew with the least headroom to its limit .................. ~550 ps
  Final Hold Violating Endpoints .................. 0

Flow run
  Max-cap violations .................. 0
  Number of warning messages in the logs .................. 36

Run status
  Result of the run .................. finished clean
[report_power, final]
| part | internal [mW] | total, mW | switching [mW] |
|---|---|---|---|
| sequential | 0.232 | 0.263 | 0.0316 |
| clock | 0.116 | 0.179 | 0.0627 |
| combinational | 0.210 | 0.388 | 0.178 |
[worst max path at each step]
stage / to / slack [ps]
CTS: val_to_display[2]$_DFF_P_ / 0.4
global route: val_to_display[2]$_DFF_P_ / -30
finish: val_to_display[2]$_DFF_P_ / 30
[layout make-up]
type                    count  area (um2)  area share, %
clock buffers               4        45.0           1.81
inverters                  14        52.6           2.11
multi-input cells         181        1430           57.3
flip-flops and latches     23         400           16.1
well taps                 105         131           5.27
repair buffers             47         434           17.4
[state kept, by name, summed over array words and instances, names as in the netlist]
name / flops
display_module.cathode_out: 7
display_module.seg_map: 7
myALU.B_new: 4
myALU.c_in_new: 1
val_to_display: 4
[layer usage]
metal | vias to the layer above | part of all wire (%)
li1 | 891 | -
met3 | 2 | 6.4
met5 | - | 0
met1 | 732 | 48
met2 | 38 | 46
met4 | 0 | 0.18
[cells by family after synthesis]
family	share of synthesized area, %
AOI/OAI and AO/OA	25.1
DFF	11.4
latches	9.36
adders and majority gates	17.0
buffers and inverters	8.97
muxes	6.11
and+or+nand+nor	15.6
other	0.195
xor gates and xnor gates	6.18
[through the flow]
step / TNS, ps / hold WS [ps] / util (%) / power, mW / cells
after floorplan: 0 / 581 / - / 0.504 / 234
after global placement: -1940 / 1150 / 28.9 / 0.643 / 370
after detailed placement: -1980 / 1150 / 28.9 / 0.648 / 370
after CTS: 0 / 1070 / 29.7 / 0.834 / 374
after global routing: -25.7 / 1100 / 30.0 / 0.903 / 374
final: 0 / 1080 / 30.0 / 0.830 / 374
[repair_timing]
action	4_1_cts	5_1_grt
gates resized	16	5
endpoints found under the hold margin	0	0
hold buffers	0	0
setup endpoints to repair	4	4
pin swaps	8	9
[cell usage in the layout (no fill, tap or decap), drive strengths merged, types with 2 or more instances in the layout]
master         netlist  layout
a211o                2       2
a211oi               3       3
a21oi               15      15
a221oi               2       2
a22o                 2       2
a31oi                6       6
and2                 2       2
buf                 12      26
clkbuf               4       4
clkdlybuf4s50        0      14
conb                 1       7
dfxtp               11      11
dlxtn                7       7
dlxtp                5       5
dlygate4sd2          0       7
fa                   2       2
ha                  23      23
inv                 14      14
mux2i                5       5
mux4                 3       3
nand2               12      12
nand2b               5       5
nand3                2       2
nor2                24      24
nor2b                4       4
o21a                 4       4
o21ai               12      12
o21bai               4       4
o22ai                3       3
o31ai                2       2
or2                  2       2
or3b                 3       3
xnor2                7       7
xor2                 4       4
[worst reg2reg max path, cell delays in order, from the launching register on]
cell and delay [ps]:
dfxtp_1 610, nor2_1 130, o21ai_0 160, a21oi_1 60, a31o_2 230, dlxtn_1 220
No activity file was given, so power comes from the tool's default toggle rates.
